### flow/constraint.sdc
current_design alwaysnolatches

set clk_period 1.3
set clk_io_pct 0.2

create_clock -name clk0 -period $clk_period

set non_clock_inputs [all_inputs -no_clocks]
set_input_delay [expr $clk_period * $clk_io_pct] -clock clk0 $non_clock_inputs
set_output_delay [expr $clk_period * $clk_io_pct] -clock clk0 [all_outputs]
### flow/config.mk
export PLATFORM = sky130hd
export DESIGN_NAME = alwaysnolatches
export DESIGN_NICKNAME = alwaysnolatches
export VERILOG_FILES = /design/flow/design.v
export SDC_FILE = /design/flow/constraint.sdc
export NUM_CORES = 4
export LEC_CHECK = 1
export CORE_AREA = 10 10 70 70
export DIE_AREA = 0 0 80 80
### flow/run.sh
#!/bin/bash
# OpenROAD 26Q1-2900-gdf79404cd8, Yosys 0.63+post, stock flow scripts
make -C /OpenROAD-flow-scripts/flow DESIGN_CONFIG=/design/flow/config.mk WORK_HOME=/design/flow/orfs finish
### flow/design.v
module alwaysnolatches (
    input [15:0] scancode,
    output reg left,
    output reg down,
    output reg right,
    output reg up  ); 
    always @(*) begin
    left <= 0; down <= 0; right <= 0; up <= 0;
    	case (scancode[15:0])
            16'he06b:  left <= 1;
			16'he072:  down <= 1;
			16'he074: right <= 1;
			16'he075:    up <= 1;
    	endcase
    end
endmodule
==> flow_metrics.tcl <==
# implementation run metrics
set metrics [dict create \
    grt_usage_pct 2.70 \
    area.growth.synth_to_final_pct 273 \
    drt-total-wl_um 939 \
    tightest_slew_ps 195 \
    seqCellArea_um2 0 \
    largest_area_cell "or4bb_1" \
    fp_util_pct 3.15 \
    drv_slew 0 \
    synthCells 12 \
    synth_warnings 1 \
    clock_buffers 0 \
    ys_types 5 \
    tns_ps -950 \
    synth.area.top_cells "or4bb_1 (31%), nand4b_1 (24%), nor4_1 (23%), nand4bb_1 (10%), or4_4 (10%)" \
    p_total_uw 70.6 \
    drtIter0Drc 2 \
    slowest_delay_ps 550 \
    rsz0062_at_grt "true" \
    fp.dieH_um 80 \
    cp_max_fo 2 \
    power_frac_seq_pct 0 \
    drc 0 \
    crit_family "simple AND/OR/NAND/NOR gates" \
    crit_slowest_cell "or4bb_4" \
    top_level_ports 20 \
    violations "negative setup slack" \
    yosys-top-cells-count "nor4_1 (4), nand4b_1 (3), or4bb_1 (3)" \
    antenna_found_initial 0 \
    busiest_layer "met2" \
    peakVddDrop_uv 66.0 \
    setup-violations-final 4 \
    use_met2_pct 4.49 \
    final_design_area_no_fill_um2 402 \
    synthesis.area_um2 108 \
    cp-end-kind "output pin" \
    place_area_um2 380 \
    drive_gt1_share_pct 74.3 \
    grt_util_met3_pct 1.59 \
    path_buffers 2 \
    p_int_uw 47.3 \
    cts_hold_buf 0 \
    wl_per_cell_um 11.6 \
    yosysChipArea_um2 108 \
    ys_seq_share_pct 0 \
    top_cell "nor4_1" \
    drv_cap 0 \
    post-route-period-util_pct 120 \
    utilization_pct 11.8 \
    fp.coreArea_mm2 0.00342 \
    warning_count 34 \
    min_path_type "input pin to output pin" \
    fmax_mhz 640 \
    vias 223 \
    grt_max_degree 5 \
    clock_power_share_pct 0 \
    cp-start-kind "input pin" \
    power_switching_share_pct 33.0 \
    drtPass1Iterations 2 \
    num_rows 21 \
    netlist.area_leader.share_pct 31.4 \
    drt-vias-per-instance 2.75 \
    syn_area_per_cell_um2 8.97 \
    overflow 0 \
    ys_cells 12 \
    post-place-ws_ps -1040 \
    powerDensity_mw_per_mm2 176 \
    use_met1_pct 3.10 \
    hpwl_um 814 \
    dieWidth_um 80 \
    fin_crit_ps 1560 \
    grt_pass1_vias 248 \
    routabilityCongestion 0.729 \
    worstPathArrival_ps 1300 \
    hold_violations 0 \
    required_ps 1040 \
    combinationalPowerShare_pct 100.0 \
    crit_type "input pin to output pin" \
    grt_pass1_wl_um 1390 \
    relSlewSlack_pct 86.9 \
    num_antenna_cells 0 \
    setup_ws_ps -262 \
    path_cells "buf_6, or4bb_4, nor4_2, buf_2" \
    switching_power_uw 23.3 \
    ant_nets 0 \
    io_buffers 20 \
    p_leak_uw 0.000169 \
    die-area_mm2 0.00640 \
    status "finished, violations left" \
    ff_count 0 \
]
## final timing paths
kind / from / endpoint / slack, ps / depth (start not counted)
setup / recovery: scancode[0] / right / -260 / 4
hold / removal: scancode[4] / left / 860 / 4
## cell type report
type	count	area (um^2)
Timing Repair Buffer	23	186
Fill cell	408	3010
Tap cell	46	57.6
Multi-Input combinational cell	12	158
## placed cells by master (no fill, tap or decap), drive strengths merged
cell type / Yosys / final
buf: 0 / 15
clkbuf: 0 / 4
nor4: 4 / 4
nand4b: 3 / 3
dlygate4sd2: 0 / 3
or4bb: 3 / 3
or4: 1 / 1
nand4bb: 1 / 1
clkdlybuf4s15: 0 / 1
## power groups by stage
stage / clock network (uW) / logic (uW) / registers [uW]
global route: 0 / 75.7 / 0
CTS: 0 / 61.6 / 0
finish: 0 / 70.6 / 0
## layer usage
metal,vias up,part of all wire [%]
met5,-,0
met4,0,0
met3,0,12
met2,10,46
met1,106,41
li1,107,-
## repair_timing
action                                  CTS  global route
endpoints found under the hold margin     0             0
endpoints found under the setup margin    4             4
buffers inserted                          1             0
pin swaps                                 8             7
gates resized                            56            16
## logic make-up (layout without fill, tap and decap cells)
logic type    count (synthesis)  after routing  synth area share (%)
buf+inv                       0             23                     0
simple gates                 12             12                   100
## per-stage QoR
step | hold slack, ps | std cells
after floorplan | 607 | 12
after global placement | 1510 | 80
after detailed placement | 1530 | 80
after CTS | 886 | 81
after global routing | 884 | 81
final | 858 | 81
Power and IR drop assume default switching activity.
