==> constraint.sdc <==
current_design alwayxcasex

set clk_period 1.0
set clk_io_pct 0.2

create_clock -name clk0 -period $clk_period

set non_clock_inputs [all_inputs -no_clocks]
set_input_delay [expr $clk_period * $clk_io_pct] -clock clk0 $non_clock_inputs
set_output_delay [expr $clk_period * $clk_io_pct] -clock clk0 [all_outputs]
==> design.v <==
module alwayxcasex (
    input [7:0] in,
    output reg [2:0] pos );
    always @(*) begin
        casex (in[7:0])
        	8'bxxxxxx10: pos <= 1;
        	8'bxxxxx100: pos <= 2;
        	8'bxxxx1000: pos <= 3;
            8'bxxx10000: pos <= 4;
			8'bxx100000: pos <= 5;
            8'bx1000000: pos <= 6;
            8'b10000000: pos <= 7;
		    default: pos <= 0;
        endcase
    end
endmodule
==> run.sh <==
#!/bin/bash
# OpenROAD 26Q1-2900-gdf79404cd8, Yosys 0.63+post, stock flow scripts
make -C /OpenROAD-flow-scripts/flow DESIGN_CONFIG=/design/flow/config.mk WORK_HOME=/design/flow/orfs finish
==> config.mk <==
export PLATFORM = sky130hd
export DESIGN_NAME = alwayxcasex
export DESIGN_NICKNAME = alwayxcasex
export VERILOG_FILES = /design/flow/design.v
export SDC_FILE = /design/flow/constraint.sdc
export NUM_CORES = 4
export LEC_CHECK = 1
export CORE_AREA = 10 10 70 70
export DIE_AREA = 0 0 80 80
==> results.txt <==
run results: highest metal used=met3, worst slew pin tran=252 ps, vias in the first global route=165, gr ovfl total=0, Post-Syn Area=91.3 µm², flop count=0, Yosys Instances=11, worst hold margin=670 ps, Tmin final=1000 ps, Switch Pwr=49.5 µW, antenna viol nets, final=0, post-synth top area share=17.8%, Sw Share=41.8%, register area share after synthesis=0%, gr usage total=1.73%, initial antenna violation count=0, DR iter-0 viols=3, CP max FO=3, violations in the final reports=setup timing, WP data required=800 ps, DR vias/cell=2.10, cell taking the most area after synthesis=o41ai_2, post-synthesis cell type count=10, Clk network pwr share=0%, DRC viols=0, Syn Inst Count=11, status=finished, violations left, combinational fraction of design power=100.0%, Final Hold Fails=0, Layout fillers=397, Cell Int Power=69.0 µW, Max-cap violations=0, synthesized area per cell=8.30 µm², Diodes inserted=0, startpoint class of the critical path=input pin, Setup Viol. Count Final=1, Cell area leaders=o41ai_2 (18%), nor4b_2 (16%), a211oi_2 (14%), hold crit path type=input pin to output port, fin crit share=100%, Cells after DPL=68, Log Warnings=34, hold endpoint=pos[0], f_max=0.998 GHz, core area=0.00342 mm², synth-to-layout area growth=277%, Static Leak=0.124 nW, Crit Path Category=input pin to output port, WL final=623 µm, WL met1=292 µm, Routability Congestion=0.783, # hold bufs at CTS=0, max_slew headroom=83.1%, MI comb area=153 µm², number of port buffers=11, peak supply drop=52.2 µV, die span in x=80 µm, YS chip area=91.3 µm², wire per inst=8.77 µm, layout clock buffer count=0, Initial Utilization=2.67%, Cell Rows=21, setup TNS=-1.72 ps, TritonRoute pass-1 iters=2, critical path data arrival time=800 ps, Seq pwr share=0%, Critical Path End Type=output port, routed length on met3=74 µm, yosys warns=1, Cell Pwr Density=344 mW/mm², global-route wire length before repair=841 µm, hold_sp=in[2], fraction of layout instances using a drive strength above 1=100%, routed via count=149, die height=80 µm, routed wl met2=256 µm, largest net degree at the start of global routing=5, final cell count without fillers=71, Slew Limit Fails=0, setup ws final=-1.72 ps, RSZ-0062 raised after global routing=yes, register area=0 µm², total die size=0.00640 mm², Hold Path Cell Cnt=3, I/O pins=11
worst max-delay path, cell delays in order:
cell      delay, ps
buf_8           110
nor2_4           90
o21ai_2          60
a211oi_2        200
buf_2           130
through the flow:
step	setup WS (ps)	instance area, µm²	power [mW]	util, %
6_report	-1.72	344	0.118	10.1
2_1_floorplan	273	91.3	0.0176	-
4_1_cts	-114	290	0.0919	8.50
3_5_place_dp	-805	259	0.0782	7.58
5_1_grt	-43.5	344	0.127	10.1
3_3_place_gp	-800	259	0.0781	7.58
worst max-delay path by stage:
stage,start,end,slack [ps]
after CTS,in[6],pos[0],-110
after global routing,in[5],pos[1],-40
final,in[5],pos[1],-2
cell type report:
class	instances	share of cell area [%]
inverter	1	1.82
multi-input combinational	10	44.4
timing repair buffer	14	37.1
tap	46	16.7
power groups by stage:
stage / clock network (mW) / logic, mW / registers (mW)
4_1_cts: 0 / 0.0919 / 0
5_1_grt: 0 / 0.127 / 0
6_report: 0 / 0.118 / 0
timing repair:
item	in CTS	in global routing
resized	57	12
cloned	0	0
setup buffers	2	1
endpoints found under the setup margin	3	3
pin swaps	7	6
cell usage after synthesis:
library cell and count:
nor2_1 2, a211oi_2 1, a21oi_1 1, inv_1 1
nor2b_1 1, nor4_2 1, nor4b_2 1, o21ai_1 1
o21bai_1 1, o41ai_2 1
cell families (layout without fill, tap and decap cells):
group / after synthesis / after routing / synth area share, %
compound gates: 5 / 5 / 50.7
buf+inv: 1 / 15 / 4.11
simple gates: 5 / 5 / 45.2
cells in the final DEF, fill, tap and decap left out:
cell type,count
buf_2,6
o21bai_4,1
inv_4,1
nor2_2,1
buf_8,4
o21ai_2,1
nor4b_4,1
o41ai_4,1
buf_4,2
nor4_4,1
a21oi_2,1
nor2_4,1
nor2b_4,1
buf_6,2
a211oi_2,1
routing by layer:
layer	GRT usage (%)	vias to the layer above
met5	0	-
met4	0	0
met3	1.14	0
met2	2.49	7
met1	2.24	69
li1	-	73
Power figures rest on the tool's default switching activity, not on a simulated workload.
