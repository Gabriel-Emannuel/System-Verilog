==> design.v <==
module alwayscase1 ( 
    input [2:0] sel, 
    input [3:0] data0,
    input [3:0] data1,
    input [3:0] data2,
    input [3:0] data3,
    input [3:0] data4,
    input [3:0] data5,
    output reg [3:0] out   ); 
    always@(*) begin   
        case (sel)
            3'b000: out <= data0;
            3'b001: out <= data1;
            3'b010: out <= data2;
            3'b011: out <= data3;
       	    3'b100: out <= data4;
            3'b101: out <= data5;
			default: out <= 4'b0000;            
       endcase
    end
endmodule
==> run.sh <==
#!/bin/bash
# OpenROAD 26Q1-2900-gdf79404cd8, Yosys 0.63+post, stock flow scripts
make -C /OpenROAD-flow-scripts/flow DESIGN_CONFIG=/design/flow/config.mk WORK_HOME=/design/flow/orfs finish
==> config.mk <==
export PLATFORM = sky130hd
export DESIGN_NAME = alwayscase1
export DESIGN_NICKNAME = alwayscase1
export VERILOG_FILES = /design/flow/design.v
export SDC_FILE = /design/flow/constraint.sdc
export NUM_CORES = 4
export LEC_CHECK = 1
export CORE_AREA = 10 10 70 70
export DIE_AREA = 0 0 80 80
==> constraint.sdc <==
current_design alwayscase1

set clk_period 1.9
set clk_io_pct 0.2

create_clock -name clk0 -period $clk_period

set non_clock_inputs [all_inputs -no_clocks]
set_input_delay [expr $clk_period * $clk_io_pct] -clock clk0 $non_clock_inputs
set_output_delay [expr $clk_period * $clk_io_pct] -clock clk0 [all_outputs]
==> results.toml <==
# flow metrics
[run_status]
status = "completed"

[floorplanning]
fp.dieW_um = 80
core_area_um2 = 3420
die_h_um = 80
die_area_um2 = 6400
fp_util = 0.0733
rows = 21
io_pins = 31

[drt]
wl_met2_um = 512
wl_per_cell_um = 11.7
diodes = 0
vias = 300
drt-total-wl_um = 1150
wl_met1_um = 517
ant_nets = 0
top_layer = "met3"
wl_met3_um = 117
remaining_drc_errors = 0
first_pass_iters = 2
vias_per_cell = 3.06
drt_first_iter_violations = 8

[finish]
regArea_um2 = 0
clockBufferCount = 0
n_fill_cell = 408
drive_gt1_frac = 0.462
syn2layout_area_growth_pct = 134
layout_top_cell = "dlygate4sd2_1"
mi_logic_area_um2 = 234
ff_count = 0
final_core_util = 0.171
layout_top_cells = "dlygate4sd2_1, and2b_2"

[timing]
slew_violations = 0
fin_hold_ws_ns = 1.27
fin_ws_ns = 0.0527
slew_headroom = 0.857
finalClockPeriodUsage = 0.972
rsz0062_at_grt = "no"
fmax_ghz = 0.541
finalHoldViolCount = 0
setup_violations = 0
min_period_ns = 1.85
worst_pin_slew_ns = 0.215

[worst_setup_path]
startpoint = "sel[1]"
cp-start-kind = "input pin"
cp_max_fo = 8
critical_path_arrival_ns = 1.47
end_kind = "output pin"
critPathRequiredTime_ns = 1.52
path_class = "input pin to output pin"

[pwr]
peakVddDrop_mv = 0.0659
power.density_nw_per_um2 = 176
power.leakage_nw = 0.283
p_total_mw = 0.103

[job]
openroad.warnings = 32
maxCapViolCount = 0

[worst_hold_path]
min-delay-start = "data4[0]"
hold-path-endpoint = "out[0]"
hold_depth = 4
hold_path.class = "input pin to output pin"

[place]
pre_cts_ws_ns = -0.722
gp_congestion = 0.706
hpwl_um = 1100
placement.io_buffers = 31

[global_routing]
grt_usage = 0.0344
grt_max_degree = 9
antenna_found_initial = 0
grt_pass1_wl_um = 1750
grt_pass1_vias = 373
grt-ovfl-total = 0

[synth]
yosysWarnings = 1
ys_chip_area_um2 = 250
syn_avg_cell_area_um2 = 12.5
netlist_area_um2 = 250
synth_cell_types = 10
syn_inst = 20
ys_seq_share = 0
synth-cells-yosys = 20

[cts]
cts-hold-fix-buffers = 0
[Yosys cell counts]
cell type  instances  area [um^2]
mux2_4             1         15.0
mux2_1             2         22.5
buf_2              1         5.00
and2b_2            5         43.8
mux4_2             2         45.0
a22o_1             2         17.5
mux2_2             3         33.8
mux4_1             2         52.6
inv_1              1         3.75
buf_6              1         11.3
[metal layers]
layer | up-vias | track usage
li1 | 144 | -
met2 | 21 | 0.0562
met5 | - | 0
met4 | 0 | 0
met3 | 0 | 0.0159
met1 | 135 | 0.0430
[critical path: stages]
cell    delay, ns
buf_6        0.10
buf_6        0.12
mux2_4       0.29
mux4_2       0.45
buf_2        0.13
[timing repair]
action	4_1_cts	5_1_grt
buffers inserted	0	0
gates cloned	0	0
endpoints found under the setup margin	4	4
pin swaps	2	0
resized	43	5
[stage by stage]
stage               cells  TNS [ns]  instance area, um^2
floorplan              20         0                  250
global placement       98     -2.50                  624
detailed placement     98     -2.56                  624
CTS                    98         0                  581
global route           98         0                  586
finish                 98         0                  586
[final cells by class]
| cell class | instances | share of cell area |
|---|---|---|
| inverters | 1 | 0.00641 |
| multi-input cells | 17 | 0.400 |
| well taps | 46 | 0.0983 |
| repair buffers | 34 | 0.496 |
[power by group]
part / leakage (nW) / internal, mW / switching (mW)
Clock: 0 / 0 / 0
Sequential: 0 / 0 / 0
Combinational: 0.283 / 0.0770 / 0.0263
Total: 0.283 / 0.0770 / 0.0263
[how the worst max path moves through the flow]
stage | slack (ns) | end | cells past startpoint
4_1_cts | 0.0003 | out[0] | 4
6_report | 0.05 | out[0] | 5
5_1_grt | 0.01 | out[2] | 5
[cell families (layout without fill, tap and decap cells)]
kind of cell / Yosys count / in the layout / synth area share
muxes: 10 / 10 / 0.675
AOI/OAI and AO/OA: 2 / 2 / 0.0700
buffers and inverters: 3 / 35 / 0.0800
and+or+nand+nor: 5 / 5 / 0.175
No activity file was given, so power comes from the tool's default toggle rates.
